==> flow/design.v <==
`begin_keywords "1800-2012"  
module ALU(
        input               clk,
        input  logic [7:0]  number1,number2,
        input  logic [0:3]  opcode,
        output logic [15:0] resultant
    );
reg[15:0] stored_resultant;
always @(posedge clk) begin
    case (opcode)
        4'b0000:     
            stored_resultant <= number1 + number2;
        4'b0001:     
            stored_resultant <= number1 - number2;
        4'b0010:     
            stored_resultant <= number1 * number2;
        4'b0011:     
            stored_resultant <= number1 / number2;
        4'b0100:     
            stored_resultant <= number1 % number2;
    endcase
    resultant <= stored_resultant;
end
endmodule: ALU
`timescale 1ns/1ns
module ALU_top(clk, BTNC, BTNU, BTND, BTNL, BTNR,C, SW, AN);
        input         clk, BTNC, BTNU, BTND, BTNL, BTNR;
        input  [15:0] SW;
        output [0:6]  C;
        output [0:7]  AN;
        reg[7:0] num1, num2;
        wire        aclk;
        wire [0:2]  select;
        wire [0:3]  opcode;
        wire [0:6]  dig0, dig1, dig2, dig3, dig4, dig5, dig6, dig7;
        wire [15:0] resultant;
            But_opcode But_opcode (.clk(clk), .BTNC(BTNC), .BTNU(BTNU), .BTND(BTND), .BTNL(BTNL), .BTNR(BTNR), .opcode(opcode));  
            ALU ALU (.clk(clk), .number1(SW[15:8]), .number2(SW[7:0]), .opcode(opcode), .resultant(resultant));  
            encoder encoder0(.clk(clk), .binNumber(SW[15:12]), .cathodeNumber(dig0));
            encoder encoder1(.clk(clk), .binNumber(SW[11:8]), .cathodeNumber(dig1));
            encoder encoder2(.clk(clk), .binNumber(SW[7:4]), .cathodeNumber(dig2));
            encoder encoder3(.clk(clk), .binNumber(SW[3:0]), .cathodeNumber(dig3));
            encoder encoder4(.clk(clk), .binNumber(resultant[15:12]), .cathodeNumber(dig4));
            encoder encoder5(.clk(clk), .binNumber(resultant[11:8]), .cathodeNumber(dig5));
            encoder encoder6(.clk(clk), .binNumber(resultant[7:4]), .cathodeNumber(dig6));
            encoder encoder7(.clk(clk), .binNumber(resultant[3:0]), .cathodeNumber(dig7));
            Counter Counter(.clk(clk), .aclk(aclk));
            Counter_3bit Counter_3bit(.aclk(aclk), .select(select));
            cathode_MUX cathode_MUX(.aclk(aclk), .digit_select(select), .dig0(dig0), .dig1(dig1), .dig2(dig2), .dig3(dig3), .dig4(dig4), .dig5(dig5), .dig6(dig6), .dig7(dig7), .cathode(C));
            anode_MUX anode_MUX(.aclk(aclk), .digit_select(select), .anode(AN));
endmodule
module But_opcode(
        input              clk, 
        input  logic       BTNC, BTNU, BTND, BTNL, BTNR,
        output logic [0:3] opcode
    );
reg[3:0] stored_opcode;
always @(posedge clk) begin
    if (BTNU == 1)
        stored_opcode <= 4'b0000;  
    else if (BTNL == 1)
        stored_opcode <= 4'b0001;  
    else if (BTNC == 1)
        stored_opcode <= 4'b0010;  
    else if (BTNR == 1)
        stored_opcode <= 4'b0011;  
    else if (BTND == 1)
        stored_opcode <= 4'b0100;  
    else
        stored_opcode <= 4'b1111;  
    opcode <= stored_opcode;
end
endmodule
module Counter(
        input clk,
        output logic aclk
    );
reg [15:0] counter;
always @(posedge clk) begin
    counter <= counter + 1;
end
assign aclk = counter[15];
endmodule
module Counter_3bit(
        input aclk,
        output [0:2] select
    );
reg [0:2] digit_select;   
always @(posedge aclk) begin
    digit_select <= digit_select + 1;
end
assign select = digit_select;
endmodule
module anode_MUX(
        input  aclk,
        input  [0:2] digit_select,
        output [0:7] anode
    );
reg[0:7] anode_reg;    
always @(posedge aclk) begin
    case(digit_select)
        3'b000:
            anode_reg <= 8'b11111110;
        3'b001:
            anode_reg <= 8'b11111101;
        3'b010:
            anode_reg <= 8'b11111011;
        3'b011:
            anode_reg <= 8'b11110111;
        3'b100:
            anode_reg <= 8'b11101111;
        3'b101:
            anode_reg <= 8'b11011111;
        3'b110:
            anode_reg <= 8'b10111111;
        3'b111:   
            anode_reg <= 8'b01111111;
    endcase
end
assign anode = anode_reg;
endmodule
module cathode_MUX(
        input  aclk,
        input        [0:2] digit_select,
        input logic  [0:6]  dig0, dig1, dig2, dig3, dig4, dig5, dig6, dig7,  
        output       [0:6] cathode
    );
reg[0:6] cathode_reg;    
always @(posedge aclk) begin
    case(digit_select)
        3'b000:
            cathode_reg <= dig0;
        3'b001:
            cathode_reg <= dig1;
        3'b010:
            cathode_reg <= dig2;
        3'b011:
            cathode_reg <= dig3;
        3'b100:
            cathode_reg <= dig4;
        3'b101:
            cathode_reg <= dig5;
        3'b110:
            cathode_reg <= dig6;
        3'b111:   
            cathode_reg <= dig7;
    endcase
end
assign cathode = cathode_reg;
endmodule
module encoder(
        input clk,
        input logic  [3:0] binNumber,
        output logic [0:6] cathodeNumber 
    );
always @(posedge clk) begin  
    case(binNumber)
        4'b0000:
            cathodeNumber = 7'b0000001;  
        4'b0001:
            cathodeNumber = 7'b1001111;  
        4'b0010:
            cathodeNumber = 7'b0010010;  
        4'b0011:
            cathodeNumber = 7'b0000110;  
        4'b0100:
            cathodeNumber = 7'b1001100;  
        4'b0101:
            cathodeNumber = 7'b0100100;  
        4'b0110:
            cathodeNumber = 7'b0100000;  
        4'b0111:
            cathodeNumber = 7'b0001111;  
        4'b1000:
            cathodeNumber = 7'b0000000;  
        4'b1001:
            cathodeNumber = 7'b0000100;  
        4'b1010:
            cathodeNumber = 7'b0001000;  
        4'b1011:
            cathodeNumber = 7'b1100000;  
        4'b1100:
            cathodeNumber = 7'b0110001;  
        4'b1101:
            cathodeNumber = 7'b1000010;  
        4'b1110:
            cathodeNumber = 7'b0110000;  
        4'b1111: 
            cathodeNumber = 7'b0111000;  
    endcase
end
endmodule
==> flow/run.sh <==
#!/bin/bash
# OpenROAD 26Q1-2900-gdf79404cd8, Yosys 0.63+post, stock flow scripts
make -C /OpenROAD-flow-scripts/flow DESIGN_CONFIG=/design/flow/config.mk WORK_HOME=/design/flow/orfs finish
==> flow/config.mk <==
export PLATFORM = sky130hd
export DESIGN_NAME = ALU_top
export DESIGN_NICKNAME = ALU_top
export VERILOG_FILES = /design/flow/design.v
export SDC_FILE = /design/flow/constraint.sdc
export NUM_CORES = 4
export LEC_CHECK = 1
export CORE_UTILIZATION = 30
export SYNTH_HDL_FRONTEND = slang
==> flow/constraint.sdc <==
current_design ALU_top

set clk_period 26.3
set clk_io_pct 0.2

create_clock -name clk0 -period $clk_period [get_ports {clk}]

set non_clock_inputs [all_inputs -no_clocks]
set_input_delay [expr $clk_period * $clk_io_pct] -clock clk0 $non_clock_inputs
set_output_delay [expr $clk_period * $clk_io_pct] -clock clk0 [all_outputs]
==> run summary <==
Setup CP Type = in -> reg
least setup slack across all paths after layout = -6230 ps
Routed Antenna Nets = 0
dominant cell by count in the synthesized netlist = sky130_fd_sc_hd__ha_1
placed wire-length estimate after detailed placement = 35400 µm
chip area in the Yosys report = 0.0144 mm²
area growth from synthesis to layout = 48.0%
Vias/cell = 5.03
gr ovfl total = 0
final count of pins violating max slew = 0
number of port buffers = 36
CTS tree = built
drt drc = 0
share of flip-flops with an asynchronous set or reset after synthesis = 0%
Total Die Area = 0.0489 mm²
number of top-level design ports = 37
count of buffering cells on the critical path with inverters included = 10
initial core utilization = 30.7%
shortest period the worst path allows = 32530 ps
actual slew at the worst max-slew pin = 834 ps
clock tree root buffer cell = sky130_fd_sc_hd__clkbuf_16
number of cell instances after yosys synthesis = 1747
register pins left without a clock = 18
library cell with the largest summed area after synthesis = sky130_fd_sc_hd__ha_1
vias in the first global route = 14300
worst slew slack as a fraction of its limit = 44.3%
kind of end point of the critical path = flip-flop
warning total across the stage logs = 81
CP max-delay cell = sky130_fd_sc_hd__or4_4
Setup TNS = -98270 ps
final weighted congestion in routability-driven placement = 0.944
die width = 221 µm
initial antenna violation count = 0
number of hold violations in the final report = 0
Mean Syn Cell Area = 8.25 µm²
number of cell rows = 79
startpoint class of the critical path = input pin
CP max stage delay = 510 ps
fillers = 4258
number of failing setup endpoints in the final timing report = 16
final period utilization = 124%
Total Routed Length = 46300 µm
ANT cells = 0
number of synthesized register bits = 130
Global Route Usage Sum = 19.1%
Area contributors post-synth = sky130_fd_sc_hd__ha_1 18%, sky130_fd_sc_hd__dfxtp_1 16%, sky130_fd_sc_hd__fa_1 5.4%
deepest level of the CTS H-tree = 3
Post-synth top cells = 207 x sky130_fd_sc_hd__ha_1, 161 x sky130_fd_sc_hd__nand2_1, 145 x sky130_fd_sc_hd__nor2_1, 122 x sky130_fd_sc_hd__inv_1, 114 x sky130_fd_sc_hd__dfxtp_1
hold-fix buffer count after cts = 0
area inside the core boundary = 0.0470 mm²
Max Buffers Root-to-Sink = 2
largest registers = ALU.resultant x16, ALU.stored_resultant x16, Counter.counter x16
Num CTS Buffers = 9
data arrival time of the critical path = 32590 ps
Mapped Cells = 1747
Req. time, crit path = 26360 ps
critical-path maximum fanout = 8
count of synthesis-stage warnings from yosys = 0
RSZ-0062 raised after global routing = yes
length of the first detailed-routing pass in iterations = 7
post-synthesis instance area = 0.0144 mm²
violations in the final reports = setup timing
Skew-Pair Late Insertion Delay = 350 ps
initial drt markers = 791
Max Freq = 30.7 MHz
wire length of the first global-routing pass = 74200 µm
Distinct lib cells used = 92
WL/cell = 15.7 µm
family of cells with the greatest summed delay on the critical path = AND-OR/OR-AND gates
sequential cell area fraction in the yosys report = 19.2%
number of unconstrained endpoints = 33
largest net degree at the start of global routing = 28
most numerous cell on the critical path = sky130_fd_sc_hd__o21a_1
Primary FF master, synth = sky130_fd_sc_hd__dfxtp_1
number of violations of the max-capacitance limit = 0
post-route clock skew = 4.30 ps
fraction of layout cells with a size suffix above 1 = 37.0%
Yosys top cell area share = 18.0%
run status = finished with violations
CTS clock-pin slew for the worst setup and hold paths = 70 ps
type of the tightest min-delay check = reg -> reg
vertical extent of the die = 221 µm
count of vias placed by the detailed router = 14800
number of flops mapped to enable cells by yosys = 16
cell families after synthesis:
family                     Yosys count  share of synthesized area [%]
xor gates and xnor gates            88                           5.35
buffers and inverters              188                           4.97
and+or+nand+nor                    557                           19.0
muxes                               77                           6.27
adders and majority gates          246                           23.4
DFF                                130                           19.2
AOI/OAI and AO/OA                  460                           21.8
other                                1                         0.0260
layout by cell type (no fill, tap or decap), types with 31 or more instances in the layout:
| master | count |
|---|---|
| sky130_fd_sc_hd__o21a_1 | 47 |
| sky130_fd_sc_hd__inv_1 | 111 |
| sky130_fd_sc_hd__dfxtp_1 | 114 |
| sky130_fd_sc_hd__o21ai_0 | 64 |
| sky130_fd_sc_hd__mux2_2 | 37 |
| sky130_fd_sc_hd__buf_6 | 31 |
| sky130_fd_sc_hd__a21o_1 | 34 |
| sky130_fd_sc_hd__nand2_1 | 154 |
| sky130_fd_sc_hd__fa_1 | 38 |
| sky130_fd_sc_hd__buf_4 | 562 |
| sky130_fd_sc_hd__nor2_1 | 137 |
| sky130_fd_sc_hd__ha_1 | 184 |
| sky130_fd_sc_hd__a21oi_1 | 72 |
| sky130_fd_sc_hd__xnor2_1 | 62 |
| sky130_fd_sc_hd__nor3_1 | 46 |
per-layer routing:
layer | up-vias | share of wire (%) | track usage [%]
met5 | - | 0 | 0
met4 | 0 | 2.6 | 3.68
met3 | 60 | 4.4 | 2.83
met2 | 280 | 45 | 30.5
met1 | 6959 | 48 | 27.9
li1 | 7487 | - | -
what timing repair did:
| item | 4_1_cts | 5_1_grt |
|---|---|---|
| setup buffers | 129 | 28 |
| pin swaps | 108 | 59 |
| gates resized | 186 | 51 |
| cloned | 1 | 1 |
| setup endpoints to repair | 16 | 16 |
path summary, 6_finish.rpt:
path                                                  start                 endpoint  slack, ps  cells past startpoint
worst max-delay path                                  SW[7]  ALU.stored_resultant[8]      -6230                    148
worst min-delay path            But_opcode.stored_opcode[1]     But_opcode.opcode[2]        330                      0
worst max register to register         But_opcode.opcode[2]  ALU.stored_resultant[3]      23850                      6
worst min register to register  But_opcode.stored_opcode[1]     But_opcode.opcode[2]        330                      0
worst reg2reg max path, stage by stage, from the launching register on:
cell                        delay [ps]
sky130_fd_sc_hd__dfxtp_1           520
sky130_fd_sc_hd__nor2_1            130
sky130_fd_sc_hd__xnor2_1           150
sky130_fd_sc_hd__nand2b_1          440
sky130_fd_sc_hd__a221oi_1          510
sky130_fd_sc_hd__o21ai_0           230
sky130_fd_sc_hd__a2bb2oi_2         200
cell type report:
class                      instances  area [µm²]  area share [%]
multi-input combinational       1432       12100            56.5
timing repair buffer             628        4940            23.2
sequential                       130        2760            13.0
tap                              607         759            3.56
inverter                         128         515            2.42
clock buffer                      10         239            1.12
clock inverter                     5        52.6           0.246
through the flow:
step                      hold slack (ps)  utilization [%]  cells  instance area [µm²]  worst slack [ps]
after CTS                             333             44.5   2914                20900             -5810
after floorplan                       310                -   1750                15000             -7610
after detailed placement              315             40.7   2770                19100             -7370
final                                 330             45.4   2940                21300             -6230
after global placement                321             40.7   2770                19100             -6780
after global routing                  340             45.4   2940                21300             -7570
